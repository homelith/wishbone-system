**./run.sh**
```bash
#!/bin/bash
# OpenROAD 26Q1-2900-gdf79404cd8, Yosys 0.63+post, stock flow scripts
make -C /OpenROAD-flow-scripts/flow DESIGN_CONFIG=/design/flow/config.mk WORK_HOME=/design/flow/orfs finish
```
**./design.v**
```verilog
module wb_ctrl(
	input           wb_rst_i,
	input           wb_clk_i,
	output  [11:0]  wb_adr_o,
	input   [31:0]  wb_dat_i,
	output  [31:0]  wb_dat_o,
	output          wb_we_o,
	output  [3:0]   wb_sel_o,
	output          wb_stb_o,
	input           wb_ack_i,
	output          wb_cyc_o
);
	parameter INST_WAIT       = 4'd0;
	parameter INST_READ       = 4'd1;
	parameter INST_WRITE_IMD  = 4'd2;
	parameter WAIT_INFTY = 32'hFFFF_FFFF;
	wire    [47:0]  curr_inst;
	wire    [3:0]   curr_inst_type;
	wire    [11:0]  curr_inst_addr;
	wire    [31:0]  curr_inst_value;
	wire            end_curr_inst;
	reg     [7:0]   prog_count_r;
	reg             start_curr_inst_r;
	reg     [31:0]  wait_count_r;
	reg     [11:0]  address_r;
	reg     [31:0]  data_r;
	reg             we_r;
	reg             stb_r;
	reg             cyc_r;
	assign wb_adr_o = address_r;
	assign wb_dat_o = data_r;
	assign wb_sel_o = 4'b1111;
	assign wb_we_o  = we_r;
	assign wb_stb_o = stb_r;
	assign wb_cyc_o = cyc_r;
	function [47:0] inst_mem_f;
		input [7:0] prog_count_arg;
		case (prog_count_r)
			8'd0    : inst_mem_f = {      INST_WAIT, 12'h000,    WAIT_INFTY};
			8'd1    : inst_mem_f = { INST_WRITE_IMD, 12'h000, 32'h0000_0002};
			8'd2    : inst_mem_f = {      INST_READ, 12'h100,         32'b0};
			default : inst_mem_f = {      INST_WAIT, 12'h000,    WAIT_INFTY};
		endcase
	endfunction
	assign curr_inst       = inst_mem_f(prog_count_r);
	assign curr_inst_type  = curr_inst[47:44];
	assign curr_inst_addr  = curr_inst[43:32];
	assign curr_inst_value = curr_inst[31:0];
	function end_curr_inst_f;
		input  [3:0] curr_inst_type_arg;
		input        start_curr_inst_arg;
		input [31:0] wait_count_arg;
		input        wb_ack_i_arg;
		case (curr_inst_type_arg)
			INST_WAIT       : end_curr_inst_f = ((|wait_count_arg) == 1'b0);
			INST_READ       : end_curr_inst_f = ~start_curr_inst_arg & wb_ack_i_arg;
			INST_WRITE_IMD  : end_curr_inst_f = ~start_curr_inst_arg & wb_ack_i_arg;
			default         : end_curr_inst_f = 1'b0;
		endcase
	endfunction
	assign end_curr_inst = end_curr_inst_f(curr_inst_type, start_curr_inst_r, wait_count_r, wb_ack_i);
	always @ (posedge wb_clk_i) begin
		if (wb_rst_i) begin
			prog_count_r <= 8'd0;
		end else if (end_curr_inst == 1'b1) begin
			prog_count_r <= prog_count_r + 8'd1;
		end else begin
			prog_count_r <= prog_count_r;
		end
	end
	always @ (posedge wb_clk_i) begin
		if (wb_rst_i) begin
			start_curr_inst_r <= 1'b1;
		end else if (end_curr_inst == 1'b1) begin
			start_curr_inst_r <= 1'b1;
		end else begin
			start_curr_inst_r <= 1'b0;
		end
	end
	always @ (posedge wb_clk_i) begin
		if (wb_rst_i) begin
			address_r <= 12'd0;
		end else if (start_curr_inst_r == 1'b1) begin
			address_r <= curr_inst_addr;
		end else begin
			address_r <= address_r;
		end
	end
	function [31:0] data_f;
		input [3:0]  curr_inst_type_arg;
		input [31:0] curr_data_arg;
		input [31:0] curr_inst_value_arg;
		input [31:0] wb_dat_i_arg;
		input        wb_ack_i_arg;
		input        start_curr_inst_arg;
		case (curr_inst_type_arg)
			INST_READ : begin
				if (wb_ack_i_arg) begin
					data_f = wb_dat_i_arg;
				end else begin
					data_f = curr_data_arg;
				end
			end
			INST_WRITE_IMD : begin
				if (start_curr_inst_arg) begin
					data_f = curr_inst_value_arg;
				end else begin
					data_f = curr_data_arg;
				end
			end
			default : begin
				data_f = curr_data_arg;
			end
		endcase
	endfunction
	always @ (posedge wb_clk_i) begin
		if (wb_rst_i) begin
			data_r <= 32'd0;
		end else begin
			data_r <= data_f(curr_inst_type,
			                 data_r,
			                 curr_inst_value,
			                 wb_dat_i,
			                 wb_ack_i,
			                 start_curr_inst_r);
		end
	end
	always @ (posedge wb_clk_i) begin
		if (wb_rst_i) begin
			stb_r <= 1'b0;
		end else if (start_curr_inst_r && curr_inst_type == INST_READ) begin
			stb_r <= 1'b1;
		end else begin
			stb_r <= 1'b0;
		end
	end
	always @ (posedge wb_clk_i) begin
		if (wb_rst_i) begin
			we_r <= 1'b0;
		end else if (end_curr_inst) begin
			we_r <= 1'b0;
		end else if (start_curr_inst_r && curr_inst_type == INST_WRITE_IMD) begin
			we_r <= 1'b1;
		end else begin
			we_r <= we_r;
		end
	end
	always @ (posedge wb_clk_i) begin
		if (wb_rst_i) begin
			wait_count_r <= WAIT_INFTY;
		end else if (start_curr_inst_r == 1'b1 && curr_inst_type == INST_WAIT) begin
			wait_count_r <= curr_inst_value;
		end else if ((&wait_count_r) == 1'b1) begin
			wait_count_r <= wait_count_r;
		end else begin
			wait_count_r <= wait_count_r - 32'd1;
		end
	end
endmodule
```
**./constraint.sdc**
```tcl
current_design wb_ctrl

set clk_period 9.3
set clk_io_pct 0.2

create_clock -name clk0 -period $clk_period [get_ports {wb_clk_i}]

set non_clock_inputs [all_inputs -no_clocks]
set_input_delay [expr $clk_period * $clk_io_pct] -clock clk0 $non_clock_inputs
set_output_delay [expr $clk_period * $clk_io_pct] -clock clk0 [all_outputs]
```
**./config.mk**
```make
export PLATFORM = sky130hd
export DESIGN_NAME = wb_ctrl
export DESIGN_NICKNAME = wb_ctrl
export VERILOG_FILES = /design/flow/design.v
export SDC_FILE = /design/flow/constraint.sdc
export NUM_CORES = 4
export LEC_CHECK = 1
export CORE_UTILIZATION = 30
```
==> flow_summary_export.csv <==
group,metric,value,unit
global_routing,grt_use_met2,0.218,
yosys,synthesis.area_per_instance,8.45,um^2
clock_tree,clock_tree.buffer_depth,2,
worst_hold_path,worstHoldEndpoint,"data_r[31]",
yosys,synthDominantCellAreaShare,0.375,
drt,wire_length_per_cell_after_detailed_routing,13.6,um
final_timing,min_period_over_period,0.386,
worst_hold_path,worstHoldStart,"data_r[31]",
final_timing,timing.slew.headroom,0.496,
place,finalWeightedCongestion,0.809,
final_timing,finalClockSkew,0.00867,ns
floorplanning,i_o_pins,86,
cells_and_area,stdcell_count,715,
global_routing,global_route.usage.met1,0.218,
drt,drt_drc_violations_left,0,
global_routing,number_of_antenna_violations_at_the_first_check_in_global_routing,0,
yosys,ys_top_cells_by_area,"sky130_fd_sc_hd__dfxtp_1 (37%), sky130_fd_sc_hd__a311oi_1 (6.7%), sky130_fd_sc_hd__nand2b_1 (6.5%)",
worst_setup_path,critPathSlowestCell,"sky130_fd_sc_hd__or4_1",
global_routing,met3_grt_util,0.0246,
worst_setup_path,startpoint_type,"input pin",
yosys,netlist_instances,480,
drt,finalWirelength,9720,um
clock_tree,cts_buffers,9,
drt,dr.first_iter.drc_count,212,
global_routing,grt-busiest-layer,"met1",
worst_setup_path,critical_path.max_fanout,8,
global_routing,grtUsageTotal,0.141,
clock_tree,clock_sinks,76,
power_and_ir_drop,leakage,0.00187,uW
yosys,synth.ff_latch_count,76,
final_timing,min_period,3.59,ns
power_and_ir_drop,design_power_total,776,uW
global_routing,first_global_vias,3163,
yosys,yosys_warnings,2,
worst_setup_path,critical_path.reg2reg.startpoint,"prog_count_r[6]",
place,numPortBuffers,69,
global_routing,grt_first_pass_wirelength,16200,um
clock_tree,cts_tree,"built",
final_timing,finalHoldViolCount,0,
drt,detail-route-antenna-nets,0,
worst_setup_path,crit_type,"in2reg",
worst_setup_path,cp_data_arrival_time,3.81,ns
floorplanning,chipArea,0.0140,mm^2
final_timing,timing_max_transition_violations_final,0,
cells_and_area,final_cell_mix,"sky130_fd_sc_hd__dfxtp_1 (76), sky130_fd_sc_hd__clkdlybuf4s50_1 (68), sky130_fd_sc_hd__nor2_1 (60), sky130_fd_sc_hd__nand2b_1 (42), sky130_fd_sc_hd__a311oi_1 (31)",
worst_setup_path,timing.critical_path.slowest_cell_delay,0.66,ns
yosys,synth_chip_area,0.00406,mm^2
floorplanning,row_count,42,
worst_setup_path,worstPathCellList,"clkdlybuf4s50_1 > inv_1 > or4_1 > nand2b_1 > o22ai_1 > mux2_1",
yosys,ys_async_sr_fraction,0,
clock_tree,cts_resized,0,
worst_setup_path,r2r_cells,10,
floorplanning,floorplan.core_util,0.306,
yosys,netlist-cell-type-count,54,
worst_hold_path,hold_class,"reg2reg",
worst_setup_path,setup.worst_path.end_class,"register",
yosys,synth_area_leader_cell,"sky130_fd_sc_hd__dfxtp_1",
drt,avgViaCountPerCell,4.96,
yosys,mapped_cell_area,0.00406,mm^2
floorplanning,die.size.y,118,um
floorplanning,die_w,118,um
final_timing,fin_hold_ws,0.497,ns
global_routing,grt_start_max_net_pins,74,
yosys,synth.yosys.num_cells,480,
clock_tree,clock-root-buffer,"sky130_fd_sc_hd__clkbuf_16",
worst_hold_path,hold_path_depth,2,
final_timing,fin_tns_setup,0,ns
worst_setup_path,crit_buf_inv,2,
clock_tree,clock_network_latency_to_the_later_pin_of_the_worst_skew_pair,0.33,ns
worst_setup_path,crit_family,"simple AND/OR/NAND/NOR gates",
final_timing,achievable-frequency,279,MHz
place,hpwl,6180,um
worst_setup_path,reg2reg_setup_slack,6.05,ns
worst_setup_path,cp_data_required_time,9.52,ns
clock_tree,cts_setup_buffers,0,
final_timing,unrepaired_setup_endpoints_after_global_routing,"no",
clock_tree,clock_tree.htree_level_count,3,
power_and_ir_drop,max-vdd-ir-drop,95.0,uV
place,placed_cells,699,
cells_and_area,syn_to_final_growth,27.7,%
outcome,outcome,"completed",
cells_and_area,finish.utilization,0.391,
drt,detail_route.first_pass.iterations,6,
global_routing,grt.overflow.total,0,
run,drv_cap,0,
drt,vias,3549,
cells_and_area,final_layout_top_logic_cell,"sky130_fd_sc_hd__dfxtp_1",
floorplanning,coreArea,0.0132,mm^2
power_and_ir_drop,power_density,150,mW/mm^2
run,stage_log_warnings,32,
yosys,enable_flop_cells,0,
clock_tree,register_clock_pin_slew_on_the_reported_worst_setup_and_hold_paths,0.06,ns
drt,antennaDiodeCount,0,
worst_setup_path,worstReg2RegEnd,"wait_count_r[20]",
yosys,synth_sequential_area_ratio,0.375,
cells_and_area,final_layout_size_suffix_gt1_frac,0.0816,
clock_tree,postCtsHoldBufs,0,
yosys,postSynth.topFlopCell,"sky130_fd_sc_hd__dfxtp_1",
final_timing,finalSetupViolations,0,
final_timing,tightestPinTransition,0.755,ns
[registers in the layout, summed over array words and instances (netlist names)]
| register | cells |
|---|---|
| data_r | 32 |
| address_r | 1 |
| stb_r | 1 |
| wait_count_r | 32 |
| prog_count_r | 8 |
| start_curr_inst_r | 1 |
| we_r | 1 |
[cell usage after synthesis (all sizes together) (6+ instances only)]
cell type / count
dfxtp: 76
nor2: 60
nand2b: 42
a311oi: 31
clkbuf: 29
buf: 20
nand2: 20
o21ai: 20
a21oi: 17
nand4: 17
nand3: 13
nor3: 12
nor4: 11
ha: 10
inv: 10
or4: 8
a211oi: 7
and3: 7
mux2: 7
o31ai: 7
xnor2: 7
nor2b: 6
[layout make-up]
cell class | instances | area, um^2
clock buffers | 9 | 225
clock inverters | 7 | 123
fillers | 1303 | 8060
inverters | 10 | 37.5
multi-input cells | 359 | 2300
flip-flops and latches | 76 | 1520
well taps | 176 | 220
repair buffers | 78 | 753
[layer usage]
layer | routed length [um] | share of wire | vias to the layer above
met5 | 0 | 0 | -
met3 | 413 | 0.042 | 4
met1 | 4850 | 0.50 | 1651
li1 | - | - | 1821
met4 | 72 | 0.0074 | 0
met2 | 4380 | 0.45 | 73
[logic make-up after synthesis]
logic type | share of synthesized area
simple gates | 0.289
compound gates | 0.180
flops | 0.375
buf+inv | 0.0734
xor+xnor | 0.0237
fa+ha+maj | 0.0308
mux | 0.0268
other cells | 0.00185
[power by group]
part           switching [uW]  leakage, uW  internal [uW]  total [uW]
Sequential               2.16     0.000614            327         329
Clock                     144     0.000163            264         408
Combinational            18.3      0.00109           20.2        38.4
Total                     164      0.00187            611         776
[worst register-to-register path, delay by kind of cell, from the launching register on]
family                     cells  cell delay (ns)
and+or+nand+nor                6             1.99
buffers and inverters          2             0.34
DFF                            1             0.34
adders and majority gates      1             0.22
AOI/OAI and AO/OA              1             0.26
[how the worst max path moves through the flow]
stage	cells past startpoint	startpoint	slack (ns)	endpoint
4_1_cts	6	wb_ack_i	5.72	prog_count_r[7]
5_1_grt	6	wb_ack_i	5.64	prog_count_r[5]
6_report	6	wb_ack_i	5.71	prog_count_r[7]
[metrics by stage]
step                setup WS (ns)  cell area [um^2]
floorplan                    5.96              4110
global placement             5.38              4830
detailed placement           5.37              4830
CTS                          5.72              5180
global route                 5.64              5180
finish                       5.71              5180
Power and IR drop assume default switching activity.
