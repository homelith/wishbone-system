===== flow/config.mk =====
export PLATFORM = sky130hd
export DESIGN_NAME = top
export DESIGN_NICKNAME = top
export VERILOG_FILES = /design/flow/design.v
export SDC_FILE = /design/flow/constraint.sdc
export NUM_CORES = 4
export LEC_CHECK = 1
export CORE_UTILIZATION = 50

===== flow/constraint.sdc =====
current_design top

set clk_period 10.9
set clk_io_pct 0.2

create_clock -name clk0 -period $clk_period [get_ports {XTAL_IN}]

set non_clock_inputs [all_inputs -no_clocks]
set_input_delay [expr $clk_period * $clk_io_pct] -clock clk0 $non_clock_inputs
set_output_delay [expr $clk_period * $clk_io_pct] -clock clk0 [all_outputs]

===== flow/design.v =====
module top
(
	input           ARST_N,
	input           XTAL_IN,
	input           PSW,
	input           UART_RX,
	output          UART_TX,
	output  [7:0]   MATRIX_COL_SEG7_ELEM,
	output  [7:0]   MATRIX_ROW,
	output          SEG7_CA,
	input   [7:0]   DIPSW,
	output  [3:0]   CHARLCD_DB,  
	output          CHARLCD_E,
	output          CHARLCD_RW,
	output          CHARLCD_RS,
	output  [5:0]   LED
);
	assign CHARLCD_DB = 4'd0;
	assign CHARLCD_E = 1'b0;
	assign CHARLCD_RW = 1'b0;
	assign CHARLCD_RS = 1'b0;
	function [8:0] led_row_f;
		input [3:0] led_row_arg;
		begin
		case (led_row_arg)
			4'd0: led_row_f = 9'b100000000;
			4'd1: led_row_f = 9'b010000000;
			4'd2: led_row_f = 9'b001000000;
			4'd3: led_row_f = 9'b000100000;
			4'd4: led_row_f = 9'b000010000;
			4'd5: led_row_f = 9'b000001000;
			4'd6: led_row_f = 9'b000000100;
			4'd7: led_row_f = 9'b000000010;
			4'd8: led_row_f = 9'b000000001;
		endcase
		end
	endfunction
	function [7:0] led_col_f;
		input [3:0] led_row_arg;
		input [7:0] led_col_0_arg;
		input [7:0] led_col_1_arg;
		input [7:0] led_col_2_arg;
		input [7:0] led_col_3_arg;
		input [7:0] led_col_4_arg;
		input [7:0] led_col_5_arg;
		input [7:0] led_col_6_arg;
		input [7:0] led_col_7_arg;
		input [7:0] led_col_8_arg;
		begin
		case (led_row_arg)
			4'd0 : led_col_f = led_col_0_arg;
			4'd1 : led_col_f = led_col_1_arg;
			4'd2 : led_col_f = led_col_2_arg;
			4'd3 : led_col_f = led_col_3_arg;
			4'd4 : led_col_f = led_col_4_arg;
			4'd5 : led_col_f = led_col_5_arg;
			4'd6 : led_col_f = led_col_6_arg;
			4'd7 : led_col_f = led_col_7_arg;
			4'd8 : led_col_f = led_col_8_arg;
		endcase
		end
	endfunction
	reg     [31:0]  ledcnt_r;
	reg     [5:0]   led_r;
	assign LED = led_r;
	always @ (posedge XTAL_IN or negedge ARST_N) begin
		if (!ARST_N) begin
			ledcnt_r <= 24'd0;
		end else if (ledcnt_r < 24'd400_0000) begin
			ledcnt_r <= ledcnt_r + 1;
		end else begin
			ledcnt_r <= 24'd0;
		end
	end
	always @ (posedge XTAL_IN or negedge ARST_N) begin
		if (!ARST_N) begin
			led_r <= 6'b111110;
		end else if (ledcnt_r == 24'd400_0000) begin
			led_r[5:0] <= {led_r[4:0],led_r[5]};
		end else begin
			led_r <= led_r;
		end
	end
	reg [13:0] dyn_refresh_cnt_r;
	reg [21:0] row_slide_cnt_r;
	reg [3:0] led_row_r;
	reg [7:0] led_col_0_r;
	reg [7:0] led_col_1_r;
	reg [7:0] led_col_2_r;
	reg [7:0] led_col_3_r;
	reg [7:0] led_col_4_r;
	reg [7:0] led_col_5_r;
	reg [7:0] led_col_6_r;
	reg [7:0] led_col_7_r;
	reg [7:0] led_col_8_r;
	assign {SEG7_CA, MATRIX_ROW} = led_row_f(led_row_r);
	assign MATRIX_COL_SEG7_ELEM = led_col_f(led_row_r,
	                                        led_col_0_r,
	                                        led_col_1_r,
	                                        led_col_2_r,
	                                        led_col_3_r,
	                                        led_col_4_r,
	                                        led_col_5_r,
	                                        led_col_6_r,
	                                        led_col_7_r,
	                                        led_col_8_r);
	always @ (posedge XTAL_IN) begin
		dyn_refresh_cnt_r <= dyn_refresh_cnt_r + 14'd1;
	end
	always @ (posedge XTAL_IN) begin
		row_slide_cnt_r <= row_slide_cnt_r + 22'd1;
	end
	always @ (posedge XTAL_IN or negedge ARST_N) begin
		if (! ARST_N) begin
			led_col_0_r <= 8'b00000000;
			led_col_1_r <= 8'b00011000;
			led_col_2_r <= 8'b00100100;
			led_col_3_r <= 8'b01000010;
			led_col_4_r <= 8'b10000001;
			led_col_5_r <= 8'b10000001;
			led_col_6_r <= 8'b01000010;
			led_col_7_r <= 8'b00100100;
			led_col_8_r <= 8'b00011000;
		end else if (row_slide_cnt_r == 22'd0) begin
			led_col_0_r <= ~DIPSW;
			led_col_1_r <= led_col_2_r;
			led_col_2_r <= led_col_3_r;
			led_col_3_r <= led_col_4_r;
			led_col_4_r <= led_col_5_r;
			led_col_5_r <= led_col_6_r;
			led_col_6_r <= led_col_7_r;
			led_col_7_r <= led_col_8_r;
			led_col_8_r <= led_col_1_r;
		end else begin
			led_col_0_r <= led_col_0_r;
			led_col_1_r <= led_col_1_r;
			led_col_2_r <= led_col_2_r;
			led_col_3_r <= led_col_3_r;
			led_col_4_r <= led_col_4_r;
			led_col_5_r <= led_col_5_r;
			led_col_6_r <= led_col_6_r;
			led_col_7_r <= led_col_7_r;
			led_col_8_r <= led_col_8_r;
		end
	end
	always @ (posedge XTAL_IN or negedge ARST_N) begin
		if (! ARST_N) begin
			led_row_r <= 4'd0;
		end else if (dyn_refresh_cnt_r == 14'd0) begin
			if (led_row_r == 4'd8) begin
				led_row_r <= 4'd0;
			end else begin
				led_row_r <= led_row_r + 4'd1;
			end
		end else begin
			led_row_r <= led_row_r;
		end
	end
endmodule

===== flow/run.sh =====
#!/bin/bash
# OpenROAD 26Q1-2900-gdf79404cd8, Yosys 0.63+post, stock flow scripts
make -C /OpenROAD-flow-scripts/flow DESIGN_CONFIG=/design/flow/config.mk WORK_HOME=/design/flow/orfs finish

==> flow_summary_export.csv <==
group,metric,value,unit
outcome,status,"finished clean",
setup_path,cp.arrival,3.07,ns
route,via_per_inst,5.40,
global_route,grt_pass1_vias,4182,
timing,skew,0.00701,ns
clocking,cts_tree,"yes",
timing,slew_violations,0,
floorplanning,row_count,41,
pwr,total_power,1.18,mW
timing,period_needed,5.25,ns
synth,edf_count,0,
floorplanning,fp.dieW,117,microns
timing,tightest_slew,0.854,ns
setup_path,crit_path_end,"MATRIX_COL_SEG7_ELEM[5]",
route,wirelength,11800,microns
setup_path,startpoint,"led_row_r[0]",
clocking,cts.path.max_buffers,2,
synth,ff_type,"dfrtp_1",
floorplanning,fp_util,51.7,%
setup_path,crit_type,"register to primary output",
synth,ys_types,57,
route,drc,0,
final_layout,layout-drive-gt1-share,22.9,%
synth,synth.top_cells.by_area,"dfrtp_1 35%, mux2_2 11%, dfxtp_1 11%",
setup_path,crit_required,8.72,ns
route,drt_iter0_drc,241,
synth,postSynthCellCount,552,
setup_path,r2r_slack,8.21,ns
placed_design,port_buffers,32,
clocking,cts_resized,0,
run,drv_cap,0,
clocking,cts_hold_buf,0,
clocking,clock_latency,0.41,ns
timing,rsz0062_at_grt,"no",
synth,netlist_area,6610,sq um
timing,setup_viol,0,
setup_path,r2r_end,"led_col_6_r[3]",
placed_design,dpl.cell_count,752,
timing,finalSetupTns,0,ns
global_route,grt_overflow,0,
timing,hold_viol_final,0,
synth,yosysTopAreaCell,"dfrtp_1",
clocking,cts_root_buf,"clkbuf_16",
clocking,path_clk_slew,0.06,ns
pwr,p_leak,3.21,nW
synth,synth-seq-cells,150,
timing,fmax,0.190,GHz
synth,synth.avg_cell_area,12.0,sq um
global_route,grt_pass1_wl,19800,microns
setup_path,crit_fanout,19,
placed_design,gp_congestion,0.836,
clocking,h-tree-depth,4,
setup_path,reg2reg_depth,7,
timing,max_slew_margin,43.1,%
placed_design,dp_hpwl,7240,microns
route,vias,4235,
clocking,cts_buffers,17,
global_route,track_usage,19.4,%
clocking,cts_num_sinks,150,
floorplanning,chip_area,13700,sq um
timing,fin_crit_sh,48.2,%
route,antenna_cells,0,
worst_hold_path,hold_start,"row_slide_cnt_r[0]",
clocking,postCtsSetupRepairBufs,0,
synth,ys_async_sr_fraction,76.0,%
final_layout,syn_to_final_growth,16.6,%
worst_hold_path,worstHoldPathType,"register to register",
setup_path,endpoint_kind,"primary output",
synth,top_area_share,35.2,%
floorplanning,die_y,117,microns
pwr,powerDensity,153,nW/um^2
route,routedWlPerCell,15.0,microns
synth,ys_cells,552,
route,drtAntennaViolNets,0,
synth,yosys_area,6610,sq um
global_route,grt_max_degree,59,
global_route,antenna_found_initial,0,
synth,ys_seq_share,54.5,%
floorplanning,io_pins,43,
floorplanning,core_area,12800,sq um
synth,yosys_warnings,2,
pwr,ir_drop,0.000124,V
setup_path,cp-start-kind,"register",
setup_path,r2r_start,"row_slide_cnt_r[0]",
run,openroad.warnings,33,
final_layout,finalNonFillerCells,784,
route,drt_pass1_iterations,4,
==> cell usage in the layout, fill, tap and decap left out, types with 3 or more instances in the layout <==
cell / netlist / routed
clkinvlp_4: 0 / 5
mux2_1: 5 / 5
ha_1: 10 / 10
o21ai_0: 6 / 6
buf_4: 8 / 8
inv_1: 23 / 23
a31oi_1: 8 / 8
nand4_1: 13 / 13
mux2_2: 66 / 66
nand3_1: 21 / 21
and4_1: 4 / 4
a21oi_1: 6 / 6
clkbuf_8: 0 / 5
bufinv_16: 0 / 3
clkbuf_16: 0 / 17
mux2i_1: 8 / 8
nor3_1: 9 / 9
nor4_1: 12 / 12
dfxtp_1: 36 / 36
conb_1: 1 / 18
dfrtp_1: 93 / 93
and3_1: 6 / 6
nand2_1: 15 / 15
a22oi_1: 24 / 24
clkdlybuf4s50_1: 0 / 31
o22ai_1: 8 / 8
dfstp_2: 21 / 21
a221oi_1: 8 / 8
xnor2_1: 32 / 32
and2_1: 7 / 7
nor2_1: 33 / 33
or4_1: 3 / 3
xor2_1: 13 / 13
nor4b_1: 3 / 3
==> per-layer routing <==
| metal | global-route usage [%] | vias to the layer above | share of wire (%) |
|---|---|---|---|
| met2 | 30.2 | 73 | 46 |
| li1 | - | 2069 | - |
| met3 | 4.72 | 5 | 4.9 |
| met4 | 2.19 | 0 | 0.76 |
| met1 | 30.4 | 2088 | 49 |
| met5 | 0 | - | 0 |
==> where the power goes <==
group          total (mW)  switching (mW)  internal [mW]
sequential          0.558        0.000499          0.557
combinational      0.0119         0.00877        0.00312
clock               0.610           0.219          0.391
total                1.18           0.228          0.951
==> cells by family (layout without fill, tap and decap cells) <==
family	count (synthesis)	after routing	share of synthesized area (%)
flops	150	150	54.5
simple gates	146	146	12.7
mux	79	79	13.3
compound gates	70	70	7.43
buf+inv	51	94	4.15
xor+xnor	45	45	5.97
fa+ha+maj	10	10	1.89
other cells	1	18	0.0568
==> worst min path at each step <==
| stage | endpoint | depth (start not counted) |
|---|---|---|
| 4_1_cts | row_slide_cnt_r[0] | 1 |
| 5_1_grt | dyn_refresh_cnt_r[0] | 1 |
| 6_report | row_slide_cnt_r[0] | 1 |
==> final cells by class <==
| class | count | area [sq um] |
|---|---|---|
| Multi-Input combinational cell | 368 | 2800 |
| Timing Repair Buffer | 39 | 370 |
| Tap cell | 172 | 215 |
| Fill cell | 1027 | 5070 |
| Clock buffer | 22 | 494 |
| Inverter | 23 | 86.3 |
| Sequential cell | 150 | 3600 |
| Clock inverter | 10 | 141 |
==> through the flow <==
step | setup WS [ns] | hold WS, ns | area (sq um) | util [%]
after floorplan | 6.92 | 0.388 | 6670 | -
after global placement | 6.09 | 0.399 | 7070 | 55.3
after detailed placement | 6.11 | 0.412 | 7070 | 55.3
after CTS | 5.63 | 0.426 | 7700 | 60.3
after global routing | 5.40 | 0.455 | 7700 | 60.3
final | 5.65 | 0.422 | 7700 | 60.3
==> cells in the mapped netlist, drive strengths merged (9+ instances only) <==
| master | n |
|---|---|
| dfrtp | 93 |
| mux2 | 71 |
| dfxtp | 36 |
| nor2 | 33 |
| xnor2 | 32 |
| a22oi | 24 |
| inv | 23 |
| dfstp | 21 |
| nand3 | 21 |
| buf | 15 |
| nand2 | 15 |
| nand4 | 14 |
| nor4 | 14 |
| clkbuf | 13 |
| xor2 | 13 |
| ha | 10 |
| nor3 | 9 |
==> registers in the layout, indices dropped and copies added, names as in the netlist <==
signal / count
led_col_2_r: 8
led_col_7_r: 8
led_r: 6
led_col_4_r: 8
dyn_refresh_cnt_r: 14
led_col_3_r: 8
led_col_1_r: 8
ledcnt_r: 32
led_row_r: 4
led_col_0_r: 8
row_slide_cnt_r: 22
led_col_6_r: 8
led_col_8_r: 8
led_col_5_r: 8
==> worst max-delay path: stages, from the launching register on <==
cell	delay, ns
dfrtp_1	0.43
inv_1	0.10
ha_1	0.72
a2111oi_0	0.16
o21bai_1	0.17
buf_4	0.26
nor2_1	0.07
a31oi_1	0.23
clkdlybuf4s50_1	0.52
Power figures rest on the tool's default switching activity, not on a simulated workload.
